[design/flow/config.mk]
export PLATFORM = sky130hd
export DESIGN_NAME = IDEX_Reg
export DESIGN_NICKNAME = IDEX_Reg
export VERILOG_FILES = /design/flow/design.v
export SDC_FILE = /design/flow/constraint.sdc
export NUM_CORES = 4
export LEC_CHECK = 1
export CORE_AREA = 10 10 172 172
export DIE_AREA = 0 0 182 182
[design/flow/constraint.sdc]
current_design IDEX_Reg

set clk_period 1.0
set clk_io_pct 0.2

create_clock -name clk0 -period $clk_period [get_ports {clk}]

set non_clock_inputs [all_inputs -no_clocks]
set_input_delay [expr $clk_period * $clk_io_pct] -clock clk0 $non_clock_inputs
set_output_delay [expr $clk_period * $clk_io_pct] -clock clk0 [all_outputs]
[design/flow/design.v]
module IDEX_Reg (  readData1, readData2, offset, rs, rt, rd, funct, memCtrl, exctrl, wbctrl,clk,shamt, Branch_D,
               IDEX_readData1, IDEX_readData2, IDEX_offset, IDEX_rs, IDEX_rt, IDEX_rd, IDEX_funct,
	      IDEX_memCtrl, IDEX_exctrl, IDEX_wbctrl, IDEX_shamt, IDEX_Branch );
input [31:0] readData1, readData2, offset;
input [5:0]  funct;
input [4:0] rs, rt, rd ,shamt;
input [3:0] exctrl;
input [1:0] memCtrl, wbctrl;
input clk, Branch_D;
output reg [31:0] IDEX_readData1, IDEX_readData2, IDEX_offset;
output reg [5:0]  IDEX_funct;
output reg [4:0] IDEX_rs, IDEX_rt, IDEX_rd, IDEX_shamt;
output reg [3:0] IDEX_exctrl;
output reg [1:0] IDEX_memCtrl, IDEX_wbctrl;
output reg IDEX_Branch;
always @ (posedge clk)
begin
IDEX_readData1<=readData1;
IDEX_readData2<=readData2;
IDEX_offset<=offset;
IDEX_funct<=funct;
IDEX_rs<=rs;
IDEX_rt<=rt;
IDEX_rd<=rd;
IDEX_exctrl<=exctrl;
IDEX_memCtrl<=memCtrl;
IDEX_wbctrl<=wbctrl;
IDEX_shamt <= shamt;
IDEX_Branch <= Branch_D;
end
endmodule
[design/flow/run.sh]
#!/bin/bash
# OpenROAD 26Q1-2900-gdf79404cd8, Yosys 0.63+post, stock flow scripts
make -C /OpenROAD-flow-scripts/flow DESIGN_CONFIG=/design/flow/config.mk WORK_HOME=/design/flow/orfs finish
==> flow_summary.yaml <==
# yosys + openroad results
sta:
  setup_viol: 64
  worst_slew_pin_slew_ns: 0.177
  fmax_ghz: 0.962
  fin_ws_ns: -0.0397
  post-route-period-util_pct: 104
  tns_ns: -0.484
  finalMaxSlewViolations: 0
  slew_headroom_pct: 88.2
  period_needed_ns: 1.04
  grt_setup_unrepaired: "yes"
  finalHoldViolCount: 0
yosys:
  ys_seq_share_pct: 100
  top_area_cell: "dfxtp_1"
  compound_area_share_pct: 0
  syn_area_per_cell_um2: 20.0
  synth-warning-count: 1
  synth_chip_area_um2: 2620
  synthCells: 131
  ys_sh_mux_pct: 0
  synth_cell_types: 1
  ys_sh_simple_pct: 0
  synth.top_cell.area_share_pct: 100
  topCellsByArea: "dfxtp_1"
  synthXorXnorAreaFrac_pct: 0
  ys_cells: 131
  ys_ff: 131
  ys_sh_adder_pct: 0
  syn_area_um2: 2620
pwr:
  vdd_drop_max_mv: 0.895
  share_seq_of_total_power_pct: 45.5
  p_comb_share_pct: 6.1
  power_density_nw_per_um2: 2190
  p_leak_nw: 2.41
  p_int_mw: 9.75
  p_sw_mw: 2.48
  swShare_pct: 20.3
  power_frac_clock_pct: 48.5
  power_mw: 12.2
floorplan:
  die_h_um: 182
  rows: 59
  initial_utilization_pct: 10.1
  die_area_um2: 33100
  ios: 263
  design.core.area_um2: 25900
  chipWidth_um: 182
worst_setup_path:
  cp_max_fo: 1
  cp.required_ns: 0.80
  crit_path_end_kind: "output pin"
  critPathTopFamily: "flip-flops"
  cp_slowest_cell: "dfxtp_2"
  critPathKind: "reg -> out"
  crit_arrival_ns: 0.84
  path_cells: "buf_2"
  critPathMaxStageDelay_ns: 0.33
  critPathBufInv: 1
  crit_path_start_kind: "flip-flop"
clocking:
  clockBufferDepth: 2
  cts_buffers: 17
  cts_root_buf: "clkbuf_16"
  cts_sinks: 131
  htree_levels: 4
  clkTransAtPathRegs_ns: 0.06
  cts_setup_buffers: 0
  cts_tree: "built"
final_layout:
  lay_top_count: "clkdlybuf4s50_1"
  logic_area_um2: 0
  drive_above_1_share_pct: 39.6
  logic_gates: 0
  areaGrowthSynthToFinish_pct: 113
  lay_top_cells: "clkdlybuf4s50_1, buf_2, dfxtp_1"
detailed_routing:
  wirelength_um: 10300
  vias: 2025
  first_pass_iters: 2
  drt_iter0_drc: 25
  drc: 0
  wl_per_cell_um: 13.6
  ant_nets: 0
  avgViaCountPerCell: 2.67
  antenna-diode-count: 0
global_routing:
  grt_overflow_total: 0
  grt_pass1_vias: 2256
  grt_pass1_wl_um: 14600
  grt_max_degree: 17
  antenna_found_initial: 2
  grtUsageTotal_pct: 5.89
run:
  cap_violations: 0
  warning_count: 27
hold_path:
  holdCritPathClass: "in -> reg"
placed_design:
  io_buffer_count: 262
  place_congestion: 0.735
status:
  outcome: "finished, violations left"
  violations: "setup timing"
## final timing paths
path	slack, ns	startpoint	cells past startpoint	endpoint
setup / recovery	-0.04	IDEX_offset[5]	1	IDEX_offset[5]
hold / removal	0.23	offset[19]	1	IDEX_offset[19]
## repair_timing
| action | in CTS | in global routing |
|---|---|---|
| endpoints found under the setup margin | 131 | 131 |
| hold buffers | 0 | 0 |
| cloned | 0 | 0 |
| gates resized | 418 | 4 |
## per-stage QoR
| step | std cells | hold slack [ns] | area, um2 | utilization, % | setup WS [ns] |
|---|---|---|---|---|---|
| global placement | 728 | 0.648 | 5660 | 21.9 | -0.0425 |
| finish | 759 | 0.226 | 5580 | 21.5 | -0.0397 |
| detailed placement | 728 | 0.652 | 5660 | 21.9 | -0.0430 |
| CTS | 759 | 0.195 | 5580 | 21.5 | -0.0805 |
| global route | 759 | 0.200 | 5580 | 21.5 | -0.0960 |
| floorplan | 131 | 0.228 | 2620 | - | 0.538 |
## state kept, by name, summed over array words and instances, names as in the netlist
name            cells
IDEX_wbctrl         2
IDEX_rt             5
IDEX_funct          6
IDEX_memCtrl        2
IDEX_readData2     32
IDEX_exctrl         4
IDEX_readData1     32
IDEX_offset        32
IDEX_rs             5
IDEX_rd             5
IDEX_Branch         1
IDEX_shamt          5
## power groups by stage
stage         clock (mW)  combinational (mW)  sequential, mW
CTS                 6.27               0.772            5.56
global route        6.44               0.815            5.59
finish              5.93               0.741            5.56
## synth_stat cells
cell type  count
dfxtp_1      131
## logic make-up (layout without fill, tap and decap cells)
group | after synthesis | after routing
flip-flops | 131 | 131
buffers and inverters | 0 | 293
## cell type report
type / count / area, um2
clock inverters: 11 / 114
flip-flops and latches: 131 / 2630
clock buffers: 20 / 437
repair buffers: 262 / 1980
fillers: 2763 / 20300
well taps: 335 / 419
## routing by layer
layer / vias up / global-route usage, % / wire length (um)
met5: - / 0 / 27
met4: 4 / 0.976 / 158
met3: 12 / 4.24 / 1590
met2: 156 / 9.12 / 4630
met1: 884 / 6.53 / 3930
li1: 969 / - / -
No activity file was given, so power comes from the tool's default toggle rates.
