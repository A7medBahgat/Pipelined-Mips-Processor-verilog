==> flow/design.v <==
module Reg_File ( RR1 , RR2 , WR , WD , RegWrite , clk , RD1 , RD2); 
input [4:0] RR1 , RR2 , WR ;  
input [31:0] WD ;  
input RegWrite ,clk ;   
output reg [31:0] RD1,RD2 ;  
reg [31:0] RF [0:31];
always @(RR1 or RR2)
begin
RD1 <= RF[RR1];
RD2 <= RF[RR2];
end
always @(negedge clk)
begin
if(RegWrite)
RF[WR] <= WD;
end
endmodule 
==> flow/run.sh <==
#!/bin/bash
# OpenROAD 26Q1-2900-gdf79404cd8, Yosys 0.63+post, stock flow scripts
make -C /OpenROAD-flow-scripts/flow DESIGN_CONFIG=/design/flow/config.mk WORK_HOME=/design/flow/orfs finish
==> flow/config.mk <==
export PLATFORM = sky130hd
export DESIGN_NAME = Reg_File
export DESIGN_NICKNAME = Reg_File
export VERILOG_FILES = /design/flow/design.v
export SDC_FILE = /design/flow/constraint.sdc
export NUM_CORES = 4
export LEC_CHECK = 1
export CORE_UTILIZATION = 50
==> flow/constraint.sdc <==
current_design Reg_File

set clk_period 11.4
set clk_io_pct 0.2

create_clock -name clk0 -period $clk_period [get_ports {clk}]

set non_clock_inputs [all_inputs -no_clocks]
set_input_delay [expr $clk_period * $clk_io_pct] -clock clk0 $non_clock_inputs
set_output_delay [expr $clk_period * $clk_io_pct] -clock clk0 [all_outputs]
==> results.json <==
{
  "critPathSlowestCell": "a31oi_1",
  "core_mm2": 0.09671,
  "power.leakage_nw": 25.87,
  "dr.pass1.iters": 7,
  "netlist.area_leader.share_pct": 63.06,
  "drtIter0Drc": 2393,
  "crit_type": "reg2out",
  "postCtsSetupRepairBufs": 0,
  "final_core_util_pct": 61.17,
  "fp.dieW_um": 314.3,
  "portBuffers": 112,
  "ys_chip_area_mm2": 0.04876,
  "cts_hold_repair.buffers": 0,
  "slew_viol_final": 0,
  "dieArea_mm2": 0.09878,
  "drc": 0,
  "path_cells": "mux2i_1 > a21oi_1 > a31oi_1 > nand3_1 > clkdlybuf4s50_1",
  "edf_count": 1024,
  "fp_util_pct": 50.42,
  "fp.dieH_um": 314.3,
  "max_slew_margin_pct": 42.05,
  "grt_pass1_vias": 37920,
  "vias": 34420,
  "cts_made_buffers": 114,
  "cap_violations": 0,
  "worst_path_largest_cell_delay_ns": 0.63,
  "hold-worst-slack_ns": 5.895,
  "setup_tns_ns": 0,
  "viasPerCell": 5.854,
  "arrival_ns": 8.54,
  "yosysWarnings": 1,
  "synth.avg_cell_area_um2": 14.40,
  "clock-sinks": 1024,
  "largest_reg_flops": 1024,
  "ant_nets": 0,
  "warnings": 1027,
  "setup_slack_ns": 0.5832,
  "pre_cts_ws_ns": 1.031,
  "synthCells": 3387,
  "antenna_found_initial": 0,
  "synthFlopType": "edfxtp_1",
  "clk_pin_slew_ns": 0.04,
  "crit_buf_inv": 1,
  "status": "completed",
  "wl_per_cell_um": 26.65,
  "crit_path_end_kind": "output port",
  "top_area_cell": "edfxtp_1",
  "reg.largest.list": "RF x1024",
  "grt_max_degree": 92,
  "setup_viol": 0,
  "synth_flops": 1024,
  "grt_overflow": 0,
  "rows": 114,
  "clockBufferDepth": 3,
  "synthToLayoutAreaGrowth_pct": 21.31,
  "max-vdd-ir-drop_mv": 0.1693,
  "place.gp.congestion": 0.9411,
  "cts_tree": "done",
  "yosys-top-cells-area": "edfxtp_1 (63%), mux2i_1 (21%), a22oi_1 (3.0%)",
  "cts_resized": 0,
  "worstPathRequired_ns": 9.12,
  "drive_gt1_share_pct": 7.844,
  "synth_cell_types": 24,
  "io_pins": 113,
  "dp_hpwl_um": 89570,
  "wl_um": 156700,
  "largest_register": "RF",
  "hold_violations": 0,
  "hold_class": "in2out",
  "critPathTopFamily": "AND-OR/OR-AND gates",
  "ys_cells": 3387,
  "async_reset_ff_share_pct": 0,
  "syn-cell-area_mm2": 0.04876,
  "cp_max_fo": 2,
  "power_density_mw_per_mm2": 172.3,
  "synthTopCellsByCount": "edfxtp_1 (1024), mux2i_1 (1024), nand2_1 (195)",
  "groute.usage.overall_pct": 35.11,
  "root_buffer": "clkbuf_16",
  "htree_levels": 3,
  "worst_pin_slew_ns": 0.8692,
  "rsz0062_at_grt": "no",
  "grt_pass1_wl_um": 227900,
  "worstSetupStartpointType": "flop",
  "synth_seq_share_pct": 63.06
}
power breakdown:
group / switching, mW / total, mW / internal [mW]
Combinational: 0.513 / 0.802 / 0.289
Clock: 2.38 / 5.15 / 2.77
Sequential: 0.0195 / 4.24 / 4.23
Total: 2.91 / 10.2 / 7.28
cell type report:
cell class	count	area, um^2
fillers	7005	37550
flip-flops and latches	1024	30750
multi-input cells	2109	16780
clock inverters	1118	4835
clock buffers	116	2903
repair buffers	235	2290
well taps	1276	1597
diodes	1	2.502
cell usage in the layout, fill, tap and decap left out, drive strengths merged:
cell type,synthesis,final
inv,1,1064
nor2b,4,4
or3b,3,3
a22oi,192,192
edfxtp,1024,1024
mux2i,1024,1024
nor2,35,35
nand2b,4,4
a31oi,64,64
clkdlybuf4s50,0,107
clkinvlp,0,31
bufinv,0,20
diode,0,1
a21oi,192,192
nor3,64,64
or2,2,2
a22o,128,128
nand3,194,194
nand2,195,195
clkbuf,77,116
or3,1,1
clkinv,0,3
and2,2,2
buf,176,128
nand3b,5,5
stage by stage:
stage / power (mW) / std cells / cell area, um^2
CTS: 10.34 / 5878 / 59150
global placement: 5.606 / 4645 / 51420
global route: 10.82 / 5878 / 59150
floorplan: 5.247 / 3387 / 48760
detailed placement: 5.612 / 4645 / 51420
finish: 10.19 / 5879 / 59150
worst paths after layout:
path | startpoint | end | slack (ns) | cells past startpoint
worst max-delay path | RF[23][21] | RD1[21] | 0.58 | 5
worst min-delay path | RR1[1] | RD1[16] | 5.89 | 6
logic make-up after synthesis:
logic type / count (synthesis) / share of synthesized area, %
buffers and inverters: 254 / 3.161
DFF: 1024 / 63.06
muxes: 1024 / 21.02
AOI/OAI and AO/OA: 576 / 8.046
and+or+nand+nor: 509 / 4.716
routing by layer:
| layer | global-route usage (%) | up-vias | share of wire, % |
|---|---|---|---|
| li1 | - | 15650 | - |
| met1 | 43.98 | 16400 | 35 |
| met2 | 47.82 | 2096 | 46 |
| met3 | 26.17 | 269 | 16 |
| met4 | 14.09 | 4 | 3.2 |
| met5 | 0.7737 | - | 0.040 |
Power figures rest on the tool's default switching activity, not on a simulated workload.
